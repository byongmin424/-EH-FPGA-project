==> ./design.v <==
module uart_tx (
    input wire clk,
    input wire rst,
    input wire [7:0] data,
    output reg tx
);
parameter BAUD_RATE = 9600;  
reg [3:0] count;
reg [11:0] baud_counter;
reg [10:0] bit_counter;
reg start_bit;
always @(posedge clk or posedge rst) begin
    if (rst) begin
        count <= 0;
        baud_counter <= 0;
        bit_counter <= 0;
        start_bit <= 1;
        tx <= 1;
    end
    else begin
        if (baud_counter == BAUD_RATE / 2 - 1) begin
            baud_counter <= 0;
            count <= count + 1;
        end
        else begin
            baud_counter <= baud_counter + 1;
        end
        if (start_bit) begin
            tx <= 0;  
            if (count == 0) begin
                start_bit <= 0;
                bit_counter <= 0;
            end
        end
        else begin
            if (bit_counter < 8) begin
                tx <= data[bit_counter];
                bit_counter <= bit_counter + 1;
            end
            else if (bit_counter == 8) begin
                tx <= 1;  
                bit_counter <= bit_counter + 1;
            end
            else begin
                start_bit <= 1;
                bit_counter <= 0;
            end
        end
    end
end
endmodule
==> ./run.sh <==
#!/bin/bash
# OpenROAD 26Q1-2900-gdf79404cd8, Yosys 0.63+post, stock flow scripts
make -C /OpenROAD-flow-scripts/flow DESIGN_CONFIG=/design/flow/config.mk WORK_HOME=/design/flow/orfs finish
==> ./config.mk <==
export PLATFORM = sky130hd
export DESIGN_NAME = uart_tx
export DESIGN_NICKNAME = uart_tx
export VERILOG_FILES = /design/flow/design.v
export SDC_FILE = /design/flow/constraint.sdc
export NUM_CORES = 4
export LEC_CHECK = 1
export CORE_AREA = 10 10 84 84
export DIE_AREA = 0 0 94 94
==> ./constraint.sdc <==
current_design uart_tx

set clk_period 1.8
set clk_io_pct 0.2

create_clock -name clk0 -period $clk_period [get_ports {clk}]

set non_clock_inputs [all_inputs -no_clocks]
set_input_delay [expr $clk_period * $clk_io_pct] -clock clk0 $non_clock_inputs
set_output_delay [expr $clk_period * $clk_io_pct] -clock clk0 [all_outputs]
==> impl_metrics.tcl <==
# flow metrics
set metrics [dict create \
    outcome "completed" \
    antenna_left 0 \
    cts-root-to-sink-buffers 2 \
    criticalPathCategory "reg2out" \
    critical_path.max_fanout 2 \
    tritoncts "yes" \
    stage_log_warnings 26 \
    grt_max_degree 14 \
    seq_area_frac_synth 0.6093 \
    hpwl_um 758.9 \
    via_density_per_instance 2.612 \
    max_stage_delay_on_crit_path_ns 0.52 \
    grt_pass1_vias 346 \
    cts.repair_timing.setup_buffer_count 0 \
    area_of_the_placeable_core_um2 5205 \
    post_synth_instance_area_um2 538.0 \
    worstPathCellList "clkdlybuf4s50_1" \
    vdd_drop_max_v 0.0002092 \
    design.die.area_um2 8836 \
    clkTransAtPathRegs_ns 0.05 \
    fp_util 0.1034 \
    cts-hold-fix-buffers 0 \
    period_used_share 0.8741 \
    wl_um 945 \
    worst_ep_arrival_time_ns 1.21 \
    finalPower_mw 0.5912 \
    max_cap_violations 0 \
    cell_internal_pwr_mw 0.4843 \
    grt_first_pass_wirelength_um 1690 \
    cts.sinks 13 \
    fin_worst_skew_ns 0.005175 \
    antenna-diode-count 0 \
    min-delay-path-class "in2async" \
    cts.root.buffer_cell "sky130_fd_sc_hd__clkbuf_8" \
    timing.critical_path.buf_inv 1 \
    leakagePower_nw 0.3117 \
    place.gp.congestion 0.7358 \
    post_route_cells_drive_above_1_share 0.1525 \
    grt.overflow.total 0 \
    number_of_standard_cell_rows_in_the_floorplan 26 \
    yosys_area_um2 538.0 \
    tritoncts.num_buffers 3 \
    route.detailed.drc 0 \
    horizontal_die_dimension_um 94 \
    syn2layout_area_growth_pct 47.44 \
    avg_wl_per_cell_um 7.326 \
    ioPinCount 11 \
    syn_area_per_cell_um2 13.80 \
    initial_antenna_violation_count 0 \
    power_density_nw_per_um2 745.3 \
    setup_repair_after_global_routing_missed_its_margin "false" \
    finalHoldViolations 0 \
    synth.lib_cells_used.distinct 19 \
    worstSetupStartpointType "flip-flop" \
    dr.pass1.iters 3 \
    netSwitchingPower_mw 0.1069 \
    cp-end-kind "output pin" \
    fmax_mhz 635.5 \
    route.vias.total 337 \
    report.final.setup_viol 0 \
    clk_latency_ns 0.24 \
    place.port_buffers 10 \
    cp_slowest_cell "sky130_fd_sc_hd__dfstp_2" \
    switching_part_of_the_total 0.1809 \
    setup_total_negative_slack_ns 0 \
    synthCells 39 \
    post_cts_resize_count 0 \
    cts_htree_levels 1 \
    worst-endpoint-required_ns 1.44 \
    timing.critical_path.max_delay_family "flip-flops" \
    period_needed_ns 1.573 \
    synth-cells-yosys 39 \
    power_frac_clock 0.414 \
    groute.usage.overall 0.02396 \
    post_synthesis_sequential_element_count 13 \
    sequentialPowerShare 0.524 \
    pwr-share-comb 0.062 \
    die-height_um 94 \
    finalHoldWorstSlack_ns 0.4419 \
    timing.final.max_slew_violations 0 \
    synthesis.yosys.warnings 1 \
    drt_iter0_markers 4 \
]
metal layers:
layer / global-route usage / share of wire / vias up
met1: 0.02652 / 0.42 / 166
met2: 0.03629 / 0.47 / 7
met3: 0.01858 / 0.11 / 0
met5: 0 / 0 / -
met4: 0.003797 / 0 / 0
li1: - / - / 164
cells in the final DEF, fill, tap and decap left out, types with 2 or more instances in the layout:
master	Yosys	layout
sky130_fd_sc_hd__clkbuf_8	0	3
sky130_fd_sc_hd__clkdlybuf4s50_1	0	10
sky130_fd_sc_hd__conb_1	1	7
sky130_fd_sc_hd__dfrtp_1	11	11
sky130_fd_sc_hd__dfstp_2	2	2
sky130_fd_sc_hd__ha_1	2	2
sky130_fd_sc_hd__inv_1	5	5
sky130_fd_sc_hd__mux4_2	2	2
sky130_fd_sc_hd__nor2_1	4	4
registers in the layout (all words and copies together) (netlist names):
register,flops
start_bit,1
tx,1
bit_counter,11
through the flow:
stage	std cells	setup WS, ns	area, um2	utilization
after floorplan	45	0.3422	560.5	-
after global placement	125	0.2141	748.2	0.1438
after detailed placement	125	0.1815	748.2	0.1438
after CTS	129	0.2054	793.3	0.1524
after global routing	129	0.1888	793.3	0.1524
final	129	0.2265	793.3	0.1524
power groups by stage:
stage	clock network [mW]	registers (mW)	logic, mW
final	0.245	0.310	0.0365
after CTS	0.255	0.310	0.0376
after global routing	0.274	0.312	0.0414
synth_stat cells:
master | number | area (um2)
sky130_fd_sc_hd__nor2b_1 | 1 | 6.260
sky130_fd_sc_hd__mux2i_1 | 1 | 10.01
sky130_fd_sc_hd__ha_1 | 2 | 25.02
sky130_fd_sc_hd__mux4_2 | 2 | 45.04
sky130_fd_sc_hd__a2111o_1 | 1 | 11.26
sky130_fd_sc_hd__inv_1 | 5 | 18.77
sky130_fd_sc_hd__or3_1 | 1 | 6.260
sky130_fd_sc_hd__conb_1 | 1 | 3.750
sky130_fd_sc_hd__or4_4 | 1 | 11.26
sky130_fd_sc_hd__nor2_1 | 4 | 15.01
sky130_fd_sc_hd__nand3_1 | 1 | 5.000
sky130_fd_sc_hd__dfrtp_1 | 11 | 275.3
sky130_fd_sc_hd__dfstp_2 | 2 | 52.55
sky130_fd_sc_hd__a221oi_2 | 1 | 15.01
sky130_fd_sc_hd__nand2b_1 | 1 | 6.260
sky130_fd_sc_hd__xor2_1 | 1 | 8.760
sky130_fd_sc_hd__xnor2_1 | 1 | 8.760
sky130_fd_sc_hd__a211o_1 | 1 | 8.760
sky130_fd_sc_hd__nor3_1 | 1 | 5.000
worst paths after layout:
check                                    start             end  slack (ns)  cells after the start
worst max register to register  bit_counter[9]              tx        0.30                      3
min in group clk0                           tx              tx        0.47                      2
worst min-delay path                       rst  bit_counter[3]        0.44                      2
worst max-delay path                        tx              tx        0.23                      1
worst min register to register              tx              tx        0.47                      2
max in group asynchronous                  rst              tx        1.01                      2
area by class of cell:
cell class                      instances  area [um2]
Multi-Input combinational cell         27       214.0
Timing Repair Buffer                   10       100.1
Sequential cell                        13       327.8
Clock buffer                            4       45.04
Tap cell                               70       87.58
Inverter                                5       18.77
Fill cell                             584        4412
kinds of logic (layout without fill, tap and decap cells):
family          after synthesis  count (layout)  share of synthesized area
flops                        13              13                     0.6093
simple gates                 10              10                     0.1023
buf+inv                       5              19                    0.03489
compound gates                3               3                    0.06511
mux                           3               3                     0.1023
fa+ha+maj                     2               2                    0.04650
xor+xnor                      2               2                    0.03256
other cells                   1               7                   0.006970
Power and IR drop assume default switching activity.
