==> flow/design.v <==
module dut(
    input wire clk,
    input wire rst,
    input wire DataRdy,
    output reg [7:0] Header,
    output reg [7:0] ImageData,
    output reg CheckSum,
    output reg Strb
);
parameter IMAGE_WIDTH = 346;
parameter IMAGE_HEIGHT = 371;
reg [15:0] counter;
reg [7:0] checksum_accumulator;
initial begin
    Header <= 8'b0;
    ImageData <= 8'b0;
    CheckSum <= 1'b0;
    Strb <= 1'b0;
    counter <= 16'b0;
    checksum_accumulator <= 8'b0;
end
always @(posedge clk or posedge rst) begin
    if (rst) begin
        Header <= 8'b0;
        ImageData <= 8'b0;
        CheckSum <= 1'b0;
        Strb <= 1'b0;
        counter <= 16'b0;
        checksum_accumulator <= 8'b0;
    end else if (DataRdy) begin
        Header <= {IMAGE_WIDTH[7:0], IMAGE_HEIGHT[7:0]};  
        ImageData <= counter[7:0];  
        checksum_accumulator <= checksum_accumulator + ImageData;
        CheckSum <= checksum_accumulator;
        Strb <= (counter[7:0] == 8'hFF) ? ~Strb : Strb;
        counter <= counter + 1;
    end
end
endmodule
==> flow/run.sh <==
#!/bin/bash
# OpenROAD 26Q1-2900-gdf79404cd8, Yosys 0.63+post, stock flow scripts
make -C /OpenROAD-flow-scripts/flow DESIGN_CONFIG=/design/flow/config.mk WORK_HOME=/design/flow/orfs finish
==> flow/config.mk <==
export PLATFORM = sky130hd
export DESIGN_NAME = dut
export DESIGN_NICKNAME = dut
export VERILOG_FILES = /design/flow/design.v
export SDC_FILE = /design/flow/constraint.sdc
export NUM_CORES = 4
export LEC_CHECK = 1
export CORE_AREA = 10 10 81 81
export DIE_AREA = 0 0 91 91
==> flow/constraint.sdc <==
current_design dut

set clk_period 1.4
set clk_io_pct 0.2

create_clock -name clk0 -period $clk_period [get_ports {clk}]

set non_clock_inputs [all_inputs -no_clocks]
set_input_delay [expr $clk_period * $clk_io_pct] -clock clk0 $non_clock_inputs
set_output_delay [expr $clk_period * $clk_io_pct] -clock clk0 [all_outputs]
==> run summary <==
Leakage Power = 0.561 nW
drt first pass iters = 2
Slowest cell on crit path = clkdlybuf4s50_1
RSZ-0062 raised after global routing = false
Max-area cell share = 0.587
dpl hpwl = 1.14 mm
Layout area overhead = 36.2%
initial drt markers = 26
Die Y = 91 um
cells in synth_stat.txt = 65
Placed Cells incl. Taps = 146
Setup crit end kind = primary output
die x size = 91 um
CTS tree = done
ANT cells = 0
slack of the worst reg-to-reg path = 170 ps
Slowest Stage Delay on Critical Path = 460 ps
comb. cell area = 292 sq um
share of cells above drive strength 1 = 0.271
worst path buffer plus inverter count = 1
total tool warning count = 25
final setup margin = 60.3 ps
fin crit period = 1340 ps
Max Clk Rate = 746 MHz
clk slew on worst S/H paths = 70 ps
post-layout util = 0.241
CP Data Arrival Time = 1060 ps
status = finished, final reports clean
Setup TNS = 0 ps
gp weighted congestion = 0.750
Hold Path Class = input pin to async pin
Yosys reg bits = 20
critical path class = flip-flop to primary output
EDFF count, synth = 0
Filler cells = 523
post-place setup slack = -105 ps
largest net degree at the start of global routing = 21
Rows = 25
WL final = 1.54 mm
Reg2Reg Depth = 4
Top area cell types = dfrtp_1 (59%), mux2_2 (13%), buf_4 (7.0%)
worst-path maximum fanout = 2
Gate Count Post-Synth = 65
initial antenna violation count = 0
Global Route Usage Sum = 0.0394
residual DRC count = 0
post-route antenna net violation count = 0
routed length per instance = 10.1 um
critical path's top delay family = buffers and inverters
syn_area_per_cell = 13.1 sq um
Starting Density = 0.177
Commonest cells post-synth = dfrtp_1 (20), mux2_2 (10), buf_4 (8)
Pwr Density = 1630 nW/um^2
Synth Seq Share = 0.587
RR Startpoint = counter[0]$_DFFE_PP0P_
core area = 4820 sq um
total grt overflow = 0
Late-Pin Clk Latency = 250 ps
critical path, cell by cell = clkdlybuf4s50_1
max-slew violations = 0
Yosys Chip Area = 853 sq um
peak supply drop = 0.563 mV
global-route wire length before repair = 2.68 mm
CTS root buf = clkbuf_8
crit share post-route = 0.957
H-tree depth = 1
Total Power = 1.89 mW
post-synthesis async set-or-reset flop share = 1.00
Post-CTS Hold Fix Bufs = 0
FF+latch area = 500 sq um
ys flop type = dfrtp_1
Syn. warnings = 1
Startpoint Class = flip-flop
Required @ worst endpoint = 1120 ps
boundary pin count = 21
number of port buffers = 17
CTS Sinks = 20
vias per cell = 3.26
distinct cell type count of the synthesized netlist = 16
Critical path origin = ImageData[7]$_DFFE_PP0P_
DR vias = 495
most common cell in the netlist = dfrtp_1
Setup violations, final = 0
max-cap violations = 0
crit path capture = ImageData[7]
Die ar. = 8280 sq um
Clock Tree Buf Depth = 2
Fin. Hold Viols = 0
fin cells = 152
reg2reg end = Strb$_DFFE_PP0P_
Worst Clk Skew = 2.30 ps
vias in the first global route = 537
leading area contributor after synthesis = dfrtp_1
Crit path depth = 1
total CTS buffers = 3
Synth Cell Area = 853 sq um
-- through the flow --
step / hold WS, ps / cell area [sq um]
after global routing: 412 / 1160
after floorplan: 244 / 861
after CTS: 361 / 1140
final: 352 / 1160
after global placement: 456 / 1080
after detailed placement: 466 / 1080
-- worst min-delay path: cells and delay by family --
| kind | cells | cell delay (ps) |
|---|---|---|
| buffers and inverters | 3 | 700 |
-- state kept, by name, summed over array words and instances, names as in the netlist --
register              count
Strb                      1
ImageData                 8
checksum_accumulator      1
counter                   8
CheckSum                  1
Header                    1
-- routing by layer --
metal | routed length (um) | part of all wire | GRT usage
met5 | 0 | 0 | 0
met4 | 14 | 0.0091 | 0.00522
met3 | 234 | 0.15 | 0.0315
met2 | 618 | 0.40 | 0.0537
met1 | 668 | 0.43 | 0.0489
-- how the worst min path moves through the flow --
| stage | to | slack, ps |
|---|---|---|
| 6_report | ImageData[3]$_DFFE_PP0P_ | 350 |
| 5_1_grt | ImageData[3]$_DFFE_PP0P_ | 410 |
| 4_1_cts | ImageData[6]$_DFFE_PP0P_ | 360 |
-- kinds of logic after synthesis --
family | synth area share
other cells | 0.00439
xor+xnor | 0.0924
buf+inv | 0.0806
flops | 0.587
simple gates | 0.0894
fa+ha+maj | 0.0147
mux | 0.132
-- final cells by class --
cell class	count	area share
flip-flops and latches	20	0.431
inverters	1	0.00323
repair buffers	23	0.196
well taps	67	0.0721
clock buffers	4	0.0474
multi-input cells	37	0.251
-- placed cells by master (no fill, tap or decap) --
cell type        instances
nand4_1                  2
inv_1                    1
dlymetal6s2s_1           7
nand2_1                  6
nor2_1                   2
ha_1                     1
nor3_2                   1
dlygate4sd2_1            4
nor3_1                   1
conb_1                   3
xor2_1                   5
xnor2_1                  4
mux2_2                  10
clkbuf_8                 4
nand4_2                  1
dfrtp_1                 20
clkdlybuf4s50_1          6
or2_2                    1
buf_4                    6
-- report_power, final --
part           internal [mW]  switching, mW  leakage, nW  total [mW]
Combinational          0.350          0.139        0.286       0.489
Sequential             0.796          0.188        0.246       0.985
Clock                  0.250          0.172       0.0288       0.421
-- timing repair --
item	in CTS	in global routing
gates resized	4	7
setup endpoints to repair	6	7
pin swaps	0	0
cloned	0	0
buffers inserted	1	1
No activity file was given, so power comes from the tool's default toggle rates.
